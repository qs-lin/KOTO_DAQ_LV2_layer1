`run.sh`:
```
#!/bin/bash
# OpenROAD 26Q1-2900-gdf79404cd8, Yosys 0.63+post, stock flow scripts
make -C /OpenROAD-flow-scripts/flow DESIGN_CONFIG=/design/flow/config.mk WORK_HOME=/design/flow/orfs finish
```
`constraint.sdc`:
```
current_design Trig_Counter

set clk_period 10.8
set clk_io_pct 0.2

create_clock -name clk0 -period $clk_period [get_ports {clk}]

set non_clock_inputs [all_inputs -no_clocks]
set_input_delay [expr $clk_period * $clk_io_pct] -clock clk0 $non_clock_inputs
set_output_delay [expr $clk_period * $clk_io_pct] -clock clk0 [all_outputs]
```
`design.v`:
```
module Trig_Counter (
	clk,
	rst,
	L1A,
	PL1A,
	PS,
	ALIGN,
	DELTA,
	cnt_L1A,
	cnt_PL1A,
	cnt_PS,
	cnt_ALIGN,
	cnt_DELTA
);
input wire clk;
input wire rst;
input wire L1A;
input wire PL1A;
input wire PS;
input wire ALIGN;
input wire DELTA;
output reg [31:0] cnt_L1A = 32'b0;
output reg [31:0] cnt_PL1A = 32'b0;
output reg [31:0] cnt_PS = 32'b0;
output reg [31:0] cnt_ALIGN = 32'b0;
output reg [31:0] cnt_DELTA = 32'b0;
always @(posedge clk)
begin
	if(rst)
	begin	
		cnt_L1A = 32'b0;
		cnt_PL1A = 32'b0;
		cnt_PS = 32'b0;
		cnt_ALIGN = 32'b0;
		cnt_DELTA = 32'b0;
	end
	cnt_L1A = (L1A==1'b1)? cnt_L1A + 1'b1 : cnt_L1A;
	cnt_PL1A = (PL1A==1'b1)? cnt_PL1A + 1'b1 : cnt_PL1A;
	cnt_PS = (PS==1'b1)? cnt_PS + 1'b1 : cnt_PS;
	cnt_ALIGN = (ALIGN==1'b1)? cnt_ALIGN + 1'b1 : cnt_ALIGN;
	cnt_DELTA = (DELTA==1'b1)? cnt_DELTA + 1'b1 : cnt_DELTA;
end
endmodule
```
`config.mk`:
```
export PLATFORM = sky130hd
export DESIGN_NAME = Trig_Counter
export DESIGN_NICKNAME = Trig_Counter
export VERILOG_FILES = /design/flow/design.v
export SDC_FILE = /design/flow/constraint.sdc
export NUM_CORES = 4
export LEC_CHECK = 1
export CORE_UTILIZATION = 40
```
==> out/results.tsv <==
stage	metric	value	unit
grt	grt_pass1_vias	5622	
logic_synthesis	synth_cell_types	53	
grt	overflow	0	
clock_network	cts.htree.levels	4	
floorplanning	row_count	49	
flow_run	cap_violations	0	
grt	grt_antenna_before_repair	0	
layout	instances_no_fill	1233	
placed_design	routabilityCongestion	0.847	
route	drt-initial-drc-count	254	
clock_network	cts_max_path_buffers	2	
worst_hold_path	hold_path_end	cnt_L1A[31]	
floorplanning	core	0.0181	mm²
logic_synthesis	netlist_area	0.00746	mm²
route	antenna_left	0	
sta	rsz0062_at_grt	false	
sta	finalCritPeriodShare	39.0	%
logic_synthesis	numSynthFlops	160	
critical_path	r2r_slack	8.40	ns
sta	max_freq	237	MHz
layout	area_delta_synth_final	32.4	%
pwr	leakage	3.26	nW
logic_synthesis	yosysCellCount	835	
logic_synthesis	ys_warn_count	1	
flow_run	warnings	25	
clock_network	cts_setup_buffers	0	
route	drc_errors	0	
critical_path	cp_data_arrival_time	4.51	ns
critical_path	path_max_fanout	51	
critical_path	r2r_end	cnt_PS[26]	
sta	worstMarginPinSlew	0.589	ns
outcome	status	complete, no violations	
worst_hold_path	holdCritStartpoint	cnt_L1A[31]	
clock_network	cts_sinks	160	
sta	setup_viol	0	
clock_network	ctsHoldBuffers	0	
critical_path	worstSetupPathType	input pin to flip-flop	
placed_design	place_inst	1201	
sta	slew_headroom	60.6	%
clock_network	clockRootBuffer	clkbuf_16	
floorplanning	num_io_pins	167	
grt	grt_pass1_wl	28500	µm
logic_synthesis	yosysMostFrequentCell	dfxtp_1	
logic_synthesis	ys_seq_share	43.0	%
floorplanning	die_w	139	µm
clock_network	clkLatencyLatePin	0.42	ns
critical_path	r2r_cells	7	
sta	final-max-slew-violation-count	0	
layout	postLayoutCoreUtil	54.4	%
sta	setup_ws	6.59	ns
route	antennaDiodeCount	0	
floorplanning	dieArea	0.0192	mm²
logic_synthesis	top_cells_by_area	dfxtp_1 43%, xnor2_1 10%, nor2_1 5.7%	
critical_path	cp.required	11.10	ns
sta	setup-tns-final	0	ns
placed_design	port_buffers	166	
route	vias	6112	
sta	fin_crit	4.21	ns
route	vias_per_cell	4.96	
grt	grtUsageTotal	18.3	%
floorplanning	die_h	139	µm
placed_design	dp_hpwl	11800	µm
layout	flop_area	0.00320	mm²
floorplanning	fp_util	41.1	%
logic_synthesis	synthCells	835	
clock_network	cts_tree	yes	
sta	hold_viol_final	0	
grt	grt_max_degree	52	
logic_synthesis	synth_top_flop_cell	dfxtp_1	
worst_hold_path	whs_path_depth	1	
pwr	pwr_density_cell	131	mW/mm²
logic_synthesis	postSynthAreaPerCell	8.93	µm²
critical_path	r2r-start	cnt_PS[0]	
pwr	ir_drop	0.106	mV
layout	drive_gt1_share	6.37	%
logic_synthesis	synth-area-yosys	0.00746	mm²
critical_path	cp-start-kind	input pin	
logic_synthesis	postSynth.asyncResetShare	0	%
clock_network	cts_buffers	17	
layout	logic_area	0.00399	mm²
logic_synthesis	top_area_cell	dfxtp_1	
logic_synthesis	synth-edff-count	0	
route	wl_per_cell	13.8	µm
critical_path	startpoint	rst	
logic_synthesis	synth_top_area_share	43.0	%
worst_hold_path	hold_path.class	flip-flop to flip-flop	
route	drt_pass1_iterations	23	
sta	skew	0.00847	ns
clock_network	post_cts_resize_count	0	
route	routed_wl	17100	µm
logic_synthesis	common_cells	160 x dfxtp_1, 114 x nor2_1, 89 x xnor2_1, 58 x nand2_1, 43 x xor2_1	
critical_path	end_kind	flip-flop	
placed_design	place_ws	6.13	ns
clock_network	clkSlewWorstSetupHoldPaths	0.06	ns
layout	fillers	1628	
state kept, by name, indices dropped and copies added, names as in the netlist:
register   flops
cnt_PS        32
cnt_PL1A      32
cnt_L1A       32
cnt_ALIGN     32
cnt_DELTA     32
worst max path at each step:
stage / endpoint / slack (ns) / depth (start not counted)
finish: cnt_ALIGN[24] / 6.59 / 9
global route: cnt_ALIGN[24] / 6.35 / 9
CTS: cnt_ALIGN[24] / 6.57 / 9
worst max-delay path: stages:
cell	delay [ns]
buf_4	0.24
buf_4	0.35
nor2b_1	0.24
ha_1	0.19
and3_1	0.23
nand4_1	0.40
nor4_1	0.47
xnor2_1	0.16
nor2_1	0.05
metrics by stage:
stage / instance area, µm² / power [mW] / hold WS [ns]
2_1_floorplan: 7460 / 0.638 / 0.412
3_3_place_gp: 9240 / 0.660 / 0.463
3_5_place_dp: 9240 / 0.660 / 0.476
4_1_cts: 9870 / 1.31 / 0.488
5_1_grt: 9870 / 1.34 / 0.522
6_report: 9870 / 1.29 / 0.477
power by group:
group	switching (mW)	total, mW	internal [mW]	leakage [nW]
clock network	0.245	0.646	0.401	0.299
logic	0.0192	0.0418	0.0226	1.67
registers	0.00759	0.604	0.597	1.29
layout by cell type, fill, tap and decap left out, types with 3 or more instances in the layout:
cell type        count
dfxtp_1            160
nand3_1             36
buf_4                4
nand4b_1             3
inv_1               20
or2_2                4
clkdlybuf4s50_1    165
o21ai_0             12
mux2_2               7
and4b_1              8
and3b_1              5
a21oi_1             17
or3_1               10
nand2b_1            19
and3_1              14
and2_1               4
clkinvlp_4           4
nor4_1              17
and4_1              20
nor3_1              27
xnor2_1             89
nand2_1             58
nor2_1             114
nand4_1             40
xor2_1              43
nor2b_1             34
nand3b_1             6
ha_1                 5
clkbuf_16           17
bufinv_16            4
final cells by class:
type | count | area share [%]
Sequential cell | 160 | 32.4
Timing Repair Buffer | 169 | 17.0
Clock buffer | 20 | 4.62
Tap cell | 229 | 2.90
Inverter | 20 | 0.760
Multi-Input combinational cell | 623 | 40.4
Clock inverter | 12 | 1.84
routing by layer:
| metal | part of all wire (%) | GRT usage (%) | vias up |
|---|---|---|---|
| met5 | 0 | 0 | - |
| met4 | 1.2 | 1.95 | 0 |
| met3 | 5.3 | 3.87 | 12 |
| met2 | 42 | 26.9 | 129 |
| met1 | 52 | 29.3 | 2784 |
| li1 | - | - | 3187 |
cell families after synthesis:
kind of cell    after synthesis  synth area share (%)
xor+xnor                    132                  15.5
buf+inv                      52                  3.54
simple gates                440                  33.0
compound gates               38                  3.02
fa+ha+maj                     5                 0.839
flops                       160                  43.0
mux                           8                  1.19
Power is estimated from default activity; no workload was simulated.
