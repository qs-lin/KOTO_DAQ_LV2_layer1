===== flow/config.mk =====
export PLATFORM = sky130hd
export DESIGN_NAME = new_receive_manager
export DESIGN_NICKNAME = new_receive_manager
export VERILOG_FILES = /design/flow/design.v
export SDC_FILE = /design/flow/constraint.sdc
export NUM_CORES = 4
export LEC_CHECK = 1
export CORE_UTILIZATION = 40

===== flow/run.sh =====
#!/bin/bash
# OpenROAD 26Q1-2900-gdf79404cd8, Yosys 0.63+post, stock flow scripts
make -C /OpenROAD-flow-scripts/flow DESIGN_CONFIG=/design/flow/config.mk WORK_HOME=/design/flow/orfs finish

===== flow/design.v =====
module new_receive_manager(din,clk,reset,evt_tx,need_read,     
evt_rx_00, evt_rx_01, evt_rx_02, evt_rx_03,
evt_rx_04, evt_rx_05, evt_rx_06, evt_rx_07,
evt_rx_08, evt_rx_09, evt_rx_10, evt_rx_11,
evt_rx_12, evt_rx_13, evt_rx_14, evt_rx_15,
need_check);
input wire clk;
input wire[15:0] din;      
input wire reset;
input wire[15:0] evt_tx;            
output reg need_read  = 1'b0;       
output reg[15:0] evt_rx_00;
output reg[15:0] evt_rx_01;
output reg[15:0] evt_rx_02;
output reg[15:0] evt_rx_03;
output reg[15:0] evt_rx_04;
output reg[15:0] evt_rx_05;
output reg[15:0] evt_rx_06;
output reg[15:0] evt_rx_07;
output reg[15:0] evt_rx_08;
output reg[15:0] evt_rx_09;
output reg[15:0] evt_rx_10;
output reg[15:0] evt_rx_11;
output reg[15:0] evt_rx_12;
output reg[15:0] evt_rx_13;
output reg[15:0] evt_rx_14;
output reg[15:0] evt_rx_15;
output reg need_check;
reg lock = 1'b0;
reg[15:0] evt_tx_pipe = 16'b0;
always @(posedge clk)
begin
  if(reset)
  begin
  evt_rx_00   = 16'b0;
  evt_rx_01   = 16'b0;
  evt_rx_02   = 16'b0;
  evt_rx_03   = 16'b0;  
  evt_rx_04   = 16'b0;
  evt_rx_05   = 16'b0;
  evt_rx_06   = 16'b0;
  evt_rx_07   = 16'b0;
  evt_rx_08   = 16'b0;
  evt_rx_09   = 16'b0;
  evt_rx_10   = 16'b0;
  evt_rx_11   = 16'b0; 
  evt_rx_12   = 16'b0;
  evt_rx_13   = 16'b0;
  evt_rx_14   = 16'b0;
  evt_rx_15   = 16'b0;   
  need_read   = 1'b0;
  need_check  = 1'b0;
  lock        = 1'b0;
  end  
  evt_rx_00  = din[0]   ? evt_rx_00  + 1'b1 : evt_rx_00;
  evt_rx_01  = din[1]   ? evt_rx_01  + 1'b1 : evt_rx_01;
  evt_rx_02  = din[2]   ? evt_rx_02  + 1'b1 : evt_rx_02;
  evt_rx_03  = din[3]   ? evt_rx_03  + 1'b1 : evt_rx_03;
  evt_rx_04  = din[4]   ? evt_rx_04  + 1'b1 : evt_rx_04;
  evt_rx_05  = din[5]   ? evt_rx_05  + 1'b1 : evt_rx_05;
  evt_rx_06  = din[6]   ? evt_rx_06  + 1'b1 : evt_rx_06;
  evt_rx_07  = din[7]   ? evt_rx_07  + 1'b1 : evt_rx_07;
  evt_rx_08  = din[8]   ? evt_rx_08  + 1'b1 : evt_rx_08;
  evt_rx_09  = din[9]   ? evt_rx_09  + 1'b1 : evt_rx_09;
  evt_rx_10  = din[10]  ? evt_rx_10  + 1'b1 : evt_rx_10;
  evt_rx_11  = din[11]  ? evt_rx_11  + 1'b1 : evt_rx_11;  
  evt_rx_12  = din[12]  ? evt_rx_12  + 1'b1 : evt_rx_12;
  evt_rx_13  = din[13]  ? evt_rx_13  + 1'b1 : evt_rx_13;
  evt_rx_14  = din[14]  ? evt_rx_14  + 1'b1 : evt_rx_14;
  evt_rx_15  = din[15]  ? evt_rx_15  + 1'b1 : evt_rx_15;  
  need_read = 1'b1;	 
  need_read = (evt_rx_00 <= evt_tx) ? 1'b0 : need_read;      
  need_read = (evt_rx_01 <= evt_tx) ? 1'b0 : need_read;
  need_read = (evt_rx_02 <= evt_tx) ? 1'b0 : need_read;      
  need_read = (evt_rx_03 <= evt_tx) ? 1'b0 : need_read;  
  need_read = (evt_rx_04 <= evt_tx) ? 1'b0 : need_read;      
  need_read = (evt_rx_05 <= evt_tx) ? 1'b0 : need_read;
  need_read = (evt_rx_06 <= evt_tx) ? 1'b0 : need_read;      
  need_read = (evt_rx_07 <= evt_tx) ? 1'b0 : need_read;  
  need_read = (evt_rx_08 <= evt_tx) ? 1'b0 : need_read;      
  need_read = (evt_rx_09 <= evt_tx) ? 1'b0 : need_read;
  need_read = (evt_rx_10 <= evt_tx) ? 1'b0 : need_read;      
  need_read = (evt_rx_11 <= evt_tx) ? 1'b0 : need_read;  
  need_read = (evt_rx_12 <= evt_tx) ? 1'b0 : need_read;      
  need_read = (evt_rx_13 <= evt_tx) ? 1'b0 : need_read;
  need_read = (evt_rx_14 <= evt_tx) ? 1'b0 : need_read;      
  need_read = (evt_rx_15 <= evt_tx) ? 1'b0 : need_read;  
  if((evt_tx-evt_tx_pipe)==1'b1)
  begin
    if(need_read)
    begin
      need_check = 1'b1;
      lock       = 1'b1;
    end
    else
    begin
      need_check = 1'b0;
      lock       = 1'b0;	 
    end
  end
  else
  begin
    if(need_read)
    begin
      if(lock==1'b0)
      begin
        need_check = 1'b1;
        lock       = 1'b1;
      end  
      else
      begin
        need_check = 1'b0;
        lock       = lock;
      end
    end	 
    else
    begin
      need_check = 1'b0;
      lock       = 1'b0;
    end	 
  end
  evt_tx_pipe = evt_tx;  
end
endmodule

===== flow/constraint.sdc =====
current_design new_receive_manager

set clk_period 7.6
set clk_io_pct 0.2

create_clock -name clk0 -period $clk_period [get_ports {clk}]

set non_clock_inputs [all_inputs -no_clocks]
set_input_delay [expr $clk_period * $clk_io_pct] -clock clk0 $non_clock_inputs
set_output_delay [expr $clk_period * $clk_io_pct] -clock clk0 [all_outputs]

==> flow_summary.ini <==
; generated from flow reports
[critical_path]
r2r_setup_slack_ns = 2.85
path_cells = clkdlybuf4s50_1 -> and4_1 -> and3_1 -> nor4b_1 -> inv_1 -> nor2_1 -> xnor2_1 -> nor2_1 -> ha_1 -> and4_1 -> and2_1 -> a22oi_1 -> o2111ai_1 -> or4_1 -> or4b_4 -> nor4_4 -> o311a_1
rr_startpoint = evt_rx_14[0]$_DFF_P_
start_kind = input pin
cp-end-kind = flop
reg2regPathDepth = 16
max_stage_delay_ns = 0.64
path_class = input pin to flop
r2r-end = need_check$_DFF_P_
slowest_stage = nor4b_1
arrival_ns = 6.30
crit_fanout = 6
crit_cells = 17
endpoint = need_check$_DFF_P_
cp_top_family = simple AND/OR/NAND/NOR gates
startpoint = din[4]
crit_buf_inv = 2
worst_ep_required_time_ns = 8.06

[yosys]
synthSimpleGateAreaFrac = 0.239
yosysWarnings = 1
edf_count = 0
ys.flops = 274
xor_share = 0.104
postSynthAreaPerCell_um2 = 8.73
ys_seq_share = 0.310
yosysTopAreaCell = dfxtp_1
syn_inst = 2025
mux_share = 0.0119
adder_share = 0.204
ys_cells = 2025
synth_chip_area_um2 = 17700
top_cell_area_share = 0.310
area_leaders = dfxtp_1, ha_1, xor2_1
synthArstFlopShare = 0
synth_area_um2 = 17700
ys_top_logic_family = simple AND/OR/NAND/NOR gates
ys_sh_aoi = 0.107
ys_types = 70
ff_type = dfxtp_1

[timing]
maxSlewHeadroom = 0.345
setup_viol = 0
fin_crit_ns = 5.84
tns_ns = 0
hold_viol = 0
maxSlewViolCount = 0
rsz0062_at_grt = false
finalClockSkew_ns = 0.0116
max_slew.worst_pin.slew_ns = 0.973
hold-worst-slack_ns = 0.539
finalClockPeriodUsage = 0.768
fin_ws_ns = 1.76
fmax_ghz = 0.171

[detailed_routing]
postRouteAntennaNets = 0
drt_first_pass_iters = 5
avgRoutedWirePerCell_um = 19.2
vias = 15800
drt-total-wl_um = 56600
remaining_drc_errors = 0
via_per_inst = 5.37
first_iter_violations = 998

[placed_design]
dp_slack_ns = 1.30
postPlaceCellArea_um2 = 21400
gp_congestion = 0.900
numPortBuffers = 291
place_hpwl_um = 40700

[global_routing]
gr-total-overflow = 0
antenna_found_initial = 4
grt_pass1_vias = 15000
grt_pass1_wl_um = 86900
track_usage = 0.259
grt_max_degree = 122

[hold_path]
worstHoldPathType = flop to flop
hp-start = evt_rx_10[8]$_DFF_P_

[clock_tree]
clock_latency_ns = 0.52
cts_tree = built
cts_max_level = 2
ctsHoldBuffers = 0
cts_made_buffers = 34
clkTransAtPathRegs_ns = 0.06
post_cts_resized = 0
clockRootBuffer = clkbuf_16
clkSinkCount = 274
cts_setup_buffers = 0
cts_buffer_depth = 3

[final_layout]
area_growth_pct = 27.3
final_cell_area_um2 = 22500
drive_above_1_share = 0.0440
n_fill_cell = 3898

[outcome]
status = complete, no violations

[floorplanning]
fp.dieArea_um2 = 45000
die_h_um = 212
core_area_um2 = 43400
fp_util = 0.407
die_width_um = 212
fp-row-count = 76
ios = 292

[pwr]
power.total_mw = 3.59
power_density_nw_per_um2 = 160
cellLeakagePower_nw = 9.19
ir_drop_uv = 143

[flow_run]
warnings = 28
cap_viol_max_count = 0
==> synthesized netlist by cell type, types with 18 or more instances <==
| cell type | n |
|---|---|
| ha_1 | 287 |
| dfxtp_1 | 274 |
| nand2_1 | 170 |
| nor2_1 | 168 |
| a21oi_1 | 134 |
| xor2_1 | 119 |
| nand4_1 | 113 |
| nor2b_1 | 106 |
| xnor2_1 | 90 |
| nand3_1 | 84 |
| inv_1 | 74 |
| o21ai_0 | 66 |
| or3_1 | 37 |
| and3_1 | 36 |
| clkbuf_1 | 22 |
| nor3_1 | 18 |
| nor3b_1 | 18 |
==> worst register-to-register path, stage by stage (launching register included) <==
cell       delay, ns
dfxtp_1         0.37
nor2b_1         0.23
ha_1            0.25
nand3_1         0.23
or2_1           0.39
or3_1           0.38
a21oi_1         0.24
ha_1            0.31
nand4_2         0.14
nor4_1          0.10
buf_4           0.15
a2111oi_4       0.26
o2111ai_1       0.13
or4_1           0.49
or4b_4          0.54
nor4_4          0.28
o311a_1         0.19
==> cell families after synthesis <==
logic type | after synthesis
simple gates | 809
mux | 19
flops | 274
buf+inv | 112
compound gates | 314
fa+ha+maj | 288
xor+xnor | 209
==> cell usage in the layout (no fill, tap or decap), drive strengths merged, types with 5 or more instances in the layout <==
cell type / count
a2111oi: 13
a211oi: 6
a21o: 12
a21oi: 134
a31oi: 5
and2: 5
and3: 37
and4: 8
buf: 25
clkbuf: 51
clkdlybuf4s50: 289
clkinv: 6
dfxtp: 274
ha: 287
inv: 75
mux2: 16
nand2: 171
nand2b: 9
nand3: 84
nand4: 117
nor2: 168
nor2b: 106
nor3: 20
nor3b: 18
nor4: 16
o211ai: 15
o21a: 9
o21ai: 80
or3: 37
xnor2: 90
xor2: 119
==> how the worst min path moves through the flow <==
stage | end | slack (ns) | depth (start not counted)
CTS | evt_rx_10[8]$_DFF_P_ | 0.54 | 2
global route | evt_rx_03[11]$_DFF_P_ | 0.58 | 2
finish | evt_rx_10[8]$_DFF_P_ | 0.54 | 2
==> stage by stage <==
step,util,std cells
CTS,0.518,2946
detailed placement,0.493,2888
finish,0.518,2947
floorplan,-,2025
global placement,0.493,2888
global route,0.518,2946
==> layout make-up <==
type / instances / area (µm²) / area share
flip-flops and latches: 274 / 5490 / 0.244
clock buffers: 50 / 1020 / 0.0456
diodes: 1 / 2.50 / 0.000111
well taps: 585 / 732 / 0.0326
clock inverters: 8 / 90.1 / 0.00401
inverters: 75 / 282 / 0.0125
multi-input cells: 1639 / 11800 / 0.523
repair buffers: 315 / 3100 / 0.138
==> where the power goes <==
group / switching [mW] / internal, mW / total (mW) / leakage [nW]
Combinational: 0.248 / 0.196 / 0.444 / 6.41
Sequential: 0.0336 / 1.47 / 1.51 / 2.22
Clock: 0.639 / 0.999 / 1.64 / 0.553
==> per-layer routing <==
metal,global-route usage,up-vias,part of all wire
li1,-,7953,-
met5,0,-,0.00025
met3,0.0498,94,0.067
met4,0.0585,2,0.026
met1,0.377,7304,0.46
met2,0.404,458,0.45
No activity file was given, so power comes from the tool's default toggle rates.
