===== flow/config.mk =====
export PLATFORM = sky130hd
export DESIGN_NAME = mem_write_control_v4
export DESIGN_NICKNAME = mem_write_control_v4
export VERILOG_FILES = /design/flow/design.v
export SDC_FILE = /design/flow/constraint.sdc
export NUM_CORES = 4
export LEC_CHECK = 1
export CORE_UTILIZATION = 50

===== flow/constraint.sdc =====
current_design mem_write_control_v4

set clk_period 8.6
set clk_io_pct 0.2

create_clock -name clk0 -period $clk_period [get_ports {clk}]

set non_clock_inputs [all_inputs -no_clocks]
set_input_delay [expr $clk_period * $clk_io_pct] -clock clk0 $non_clock_inputs
set_output_delay [expr $clk_period * $clk_io_pct] -clock clk0 [all_outputs]

===== flow/design.v =====
module mem_write_control_v4(din,clk,reset,spill,ADC_slot,use_loss,
data_out,data_wr_ena,data_wr_addr,
es_out,es_wr_ena,es_wr_addr,
L1A,L1A_wr_ena,L1A_wr_addr,
err
);   
input wire[15:0] din;
input wire clk;
input wire reset;
input wire[8:0] spill;     
input wire[4:0] ADC_slot;
input wire use_loss;
output reg[15:0] data_out;
output reg data_wr_ena = 1'b0;
output reg[15:0] data_wr_addr = 16'b0;
output reg[5:0] err=6'b0;   
output reg[13:0] L1A = 14'b0;
output reg[10:0] es_out = 11'b0;
output reg es_wr_ena = 1'b0;
output reg[7:0] es_wr_addr = 8'b0;
output reg L1A_wr_ena = 1'b0;
output reg[7:0] L1A_wr_addr = 8'b0;									
reg lock = 1'b0;            
reg[15:0] pipe[5:0];        
reg[3:0] cnt_h = 4'b0;      
reg[5:0] cnt_los = 6'b0;    
reg[10:0] cnt_e = 11'b0;    
reg[2:0] cnt_f = 3'b0;      
reg[5:0] cnt_o = 6'b0;		 
reg[2:0] cnt_f_error = 3'b0;      
reg hold = 1'b0;				 
reg send = 1'b0;        
reg[3:0] timer = 4'b0;      
reg[3:0] timer2 = 4'b0;     
reg finish = 1'b0;          
reg next_evt_start = 1'b0;
always @(posedge clk)
begin
  if(reset)
  begin
    cnt_h                = 4'b0;
    cnt_los              = 6'b0;
    cnt_o                = 6'b0;
    cnt_e                = 11'b0;
    cnt_f                = 3'b0;
    cnt_f_error          = 3'b0;
    timer                = 4'b0;
    timer2               = 4'b0;
    finish               = 1'b0;
    err                  = 6'b0;
    lock                 = 1'b0;
    send                 = 1'b0;
    hold                 = 1'b0; 
    data_wr_addr         = 16'b0;
    data_wr_ena          = 1'b0;	 
    es_wr_addr           = 8'b0;
    es_wr_ena            = 1'b0;	 
    L1A_wr_addr          = 8'b0;
    L1A_wr_ena           = 1'b0;	 
    next_evt_start       = 1'b0;
    L1A                  = 14'b0;
    es_out               = 11'b0;
    data_out             = 16'b0;
  end
  pipe[5] = pipe[4];
  pipe[4] = pipe[3];
  pipe[3] = pipe[2];
  pipe[2] = pipe[1];
  pipe[1] = pipe[0];
  pipe[0] = din;
  if(~lock)
  begin
    cnt_h = (din[15]==1'b1 && din[14]==1'b1) ? cnt_h+1'b1 : 1'b0;   
    cnt_f_error =  (din[15]==1'b0 && din[14]==1'b1 && din[13]==1'b1 && din[12]==1'b0)	? cnt_f_error+1'b1 : 1'b0;
    if(cnt_f_error>3'b011)            
      begin
        err[4]=1'b1;
      end
  end
  else
  begin
    if(din[15]==1'b1 && din[14]==1'b1)
      cnt_los = cnt_f == 1'b0 ? cnt_los+1'b1 : cnt_los;
    else if(din[15]==1'b1 && din[14]==1'b0)	
      cnt_e = cnt_e+1'b1;
    else if(din[15]==1'b0 && din[14]==1'b1 && din[13]==1'b1 && din[12]==1'b0)	
      cnt_f = cnt_f+1'b1;
    else
      cnt_o = cnt_o + 1'b1;
  end	 
  if(cnt_h==3'b110 && ~lock)
  begin
    err[0] = (pipe[4][13]==use_loss) ? 1'b0:1'b1; 
    err[1] = ( {pipe[1][5],pipe[1][13:6]} == spill) ? 1'b0 : 1'b1;
    err[5] = ( pipe[1][4:0] == ADC_slot ) ? 1'b0 : 1'b1;
    L1A = pipe[0][13:0];
    lock = 1'b1;
    L1A_wr_ena = 1'b1;
    L1A_wr_addr = L1A_wr_addr + 1'b1;
    cnt_f_error = 3'b0;
  end
  else
  begin
    lock = lock;
    err = err;
    L1A = L1A;
    L1A_wr_ena = 1'b0;
    L1A_wr_addr = L1A_wr_addr;
  end	 
  timer = cnt_f>1'b0 ? timer+1'b1 : 1'b0;    
  next_evt_start = (cnt_f>1'b0 && din[15]==1'b1 && din[14]==1'b1 ) ? 1'b1:1'b0;     
  err[2] = (cnt_los>6'b11) ? 1'b1 : 1'b0;      
  finish = ( (cnt_f==3'b110) || (timer == 4'b1010) || next_evt_start ) ? 1'b1 : 1'b0;
  if(finish)
  begin
    err[3] = cnt_o > 1'b0 ? 1'b1:1'b0;
    es_out = cnt_h + cnt_los + cnt_e + cnt_f + cnt_o;
    cnt_h = next_evt_start ? 1'b1:4'b0;
    cnt_los = 6'b0;
    cnt_o = 6'b0;
    cnt_e = 11'b0;
    cnt_f = 3'b0;
    lock = 1'b0;
    hold = 1'b1;
    es_wr_ena = 1'b1;
    es_wr_addr = es_wr_addr + 1'b1;
  end
  else
  begin
    es_wr_ena = 1'b0;
  end
  timer2 = hold ? timer2+1'b1: 1'b0;     
  if(timer2 > 4'b110)
  begin
    send = 1'b0;      
    hold = 1'b0;
  end
  else
  begin
    send = send;
    hold = hold;
  end
  send = lock ? 1'b1 : send;
  if(send)
  begin
    data_wr_ena = 1'b1;
    data_wr_addr = data_wr_addr + 1'b1;
    data_out = pipe[5];
  end
  else
  begin
    data_wr_ena = 1'b0;
    data_wr_addr = data_wr_addr;
    data_out = 16'b0;
  end
end
endmodule

===== flow/run.sh =====
#!/bin/bash
# OpenROAD 26Q1-2900-gdf79404cd8, Yosys 0.63+post, stock flow scripts
make -C /OpenROAD-flow-scripts/flow DESIGN_CONFIG=/design/flow/config.mk WORK_HOME=/design/flow/orfs finish

==> GITHUB_STEP_SUMMARY <==
## Implementation flow summary

| Metric | Value |
|---|---|
| Comb pwr share | `0.026` |
| H-tree Lvls | `1` |
| F_max | `0.152 GHz` |
| Worst setup margin | `around 2 ns` |
| WS Path Type | `input port to register` |
| Seq share, synth | `0.550` |
| Ao+oa area frac | `0.0640` |
| Tcrit/Tclk final | `0.767` |
| Post-Syn Instances | `740` |
| RSZ-0062 raised after global routing | `no` |
| Post-layout util | `0.645` |
| Number of OpenROAD warnings | `27` |
| Distinct cells, synth | `66` |
| Drt pass-1 iters | `4` |
| Critical Path AT | `slightly below 7 ns` |
| Core area | `around 15000 um2` |
| Synth logic family | `simple AND/OR/NAND/NOR gates` |
| Die height | `128 um` |
| Reg power frac | `0.518` |
| Detailed Route Iter0 Violations | `~260` |
| DR WL/cell | `14.2 um` |
| Critical Path Sink Type | `register` |
| Setup crit start kind | `input port` |
| Row count | `around 45` |
| Clock latency (worst-skew pair) | `about 0.48 ns` |
| Final hold vios | `0` |
| Synth async-reset ratio | `0` |
| Worst Tran Pin Value | `around 0.7 ns` |
| Post-CTS Hold Buffers | `0` |
| Max Slew Vio Count | `0` |
| Clock Tree Buf Depth | `3` |
| Vias in the first global route | `between 5000 and 6000` |
| Clock share of power | `0.457` |
| Peak VDD IR | `155 uV` |
| Worst-path cell chain | `clkdlybuf4s50_1, nand2_1, nor4_1, nand2_1, xnor2_1, fa_1, fa_1, inv_1, fa_1, inv_1, ha_1, a21o_1, a21oi_1, nor2_1, o31a_1, o41ai_1, xnor2_1, nor2_1` |
| Leakage | `4.01 nW` |
| Yosys reg bits | `about 210` |
| Switching pwr | `~0.00038 W` |
| Fraction of layout cells with a size suffix above 1 | `0.0671` |
| HPWL after DPL | `roughly 11000 um` |
| Yosys chip area | `about 8000 um2` |
| Post-synth mux share | `0.0138` |
| Area leader share | `0.441` |
| TritonCTS Buffers | `21` |
| Post-place setup slack | `around 1.5 ns` |
| Antenna viol nets, final | `0` |
| Synthesis Warnings | `2` |
| Cell type with the largest total area | `dfxtp_1` |
| Routed vias | `around 5400` |
| Sw Share | `0.195` |
| # diodes | `0` |
| Slowest-stage cell, CP | `clkdlybuf4s50_1` |
| Antenna violations before repair | `0` |
| Vias per cell | `5.00` |
| Final setup viols | `0` |
| Setup bufs post-CTS | `0` |
| Crit path top cell by count | `fa_1` |
| # DRC | `0` |
| Yosys Instances | `approximately 740` |
| Tot GR Track Use | `0.200` |
| Total negative slack | `0 ns` |
| Post-synthesis simple-gate area fraction | `0.198` |
| Synth Area in XOR/XNOR | `0.0603` |
| Area growth from synthesis to layout | `24.4%` |
| IO buf count | `114` |
| Reg clk slew, reported paths | `~0.060 ns` |
| Synth Flop Type | `dfxtp_1` |
| Pwr dens | `between 150 and 200 nW/um2` |
| Initial core utilization | `0.518` |
| Period minus WS final | `roughly 6.6 ns` |
| Slowest cell delay on critical path | `about 0.75 ns` |
| Top cells by area | `dfxtp_1, edfxtp_1, ha_1` |
| Largest net degree at the start of global routing | `around 50` |
| Die span in x | `128 um` |
| Grt total ovfl | `0` |
| Clk sinks | `roughly 200` |
| CTS tree | `yes` |
| CP Buf/Inv Count | `3` |
| Delay-heaviest family, CP | `adder cells` |
| Status | `complete, no violations` |
| Post-CTS Resized | `0` |
| Power Internal | `0.00156 W` |
| Worst min path class | `register to register` |
| Syn_area_per_cell | `10.8 um2` |
| Root Buffer | `clkbuf_16` |
| First-pass GRT wire length | `25200 um` |
| Boundary pin count | `between 100 and 150` |
| RD Place Congestion | `roughly 0.85` |
| Max cap viols | `0` |
| Worst-path maximum fanout | `10` |
| Final wirelength | `between 15000 and 20000 um` |
| Setup Skew | `0.00806 ns` |
| Post-synth EDFFs | `29` |
| Die ar. | `between 15000 and 20000 um2` |
| Adder Area Share | `0.0770` |
| Max-slew headroom | `0.545` |
| Worst Path Required | `8.83 ns` |
| Area of the mapped netlist | `7990 um2` |
==> placed cells by master, fill, tap and decap left out, types with 5 or more instances in the layout <==
cell type	Yosys	layout
dfxtp_1	176	176
clkdlybuf4s50_1	0	113
nor2_1	63	63
nor2b_1	36	36
and2_1	36	36
inv_1	34	34
nand2_1	34	34
xnor2_1	33	33
ha_1	30	30
edfxtp_1	29	29
a21oi_1	23	23
clkbuf_16	0	23
xor2_1	22	22
nand3_1	19	19
o21ai_0	17	17
nand2b_1	16	16
nand4_1	16	16
nor3_1	14	13
fa_1	12	12
and3_1	11	11
or3_1	8	8
clkinv_2	1	6
mux2i_1	5	5
or4_1	5	5
o31ai_1	5	5
clkbuf_1	13	5
==> layout make-up <==
cell class | count | area (um2)
Sequential cell | 205 | 4390
Fill cell | 1175 | 5480
Clock buffer | 30 | 622
Inverter | 36 | 136
Timing Repair Buffer | 117 | 1160
Multi-Input combinational cell | 470 | 3310
Tap cell | 211 | 264
Clock inverter | 7 | 61.3
==> flip-flops by register name, indices dropped and copies added, names as in the netlist, 3 cells and up <==
name	flops
pipe	80
data_out	16
data_wr_addr	16
L1A	14
cnt_e	11
es_out	11
L1A_wr_addr	8
es_wr_addr	8
cnt_los	6
cnt_o	6
err	6
cnt_h	4
timer2	4
timer	4
cnt_f	3
cnt_f_error	3
==> layer usage <==
layer  GRT usage  wire length, um  share of wire
met5           0                0              0
met1       0.325             7330           0.48
met3      0.0504             1020          0.066
met2       0.292             6720           0.44
met4      0.0325              210          0.014
==> stage by stage <==
step	cells	power (W)	hold slack, ns	cell area (um2)
after floorplan	740	0.00104	0.310	7990
after global placement	1039	0.00107	0.310	9260
after detailed placement	1039	0.00107	0.312	9260
after CTS	1076	0.00196	0.321	9940
after global routing	1076	0.00201	0.326	9940
final	1076	0.00194	0.321	9940
==> synthesized netlist by cell type, drive strengths merged (8+ instances only) <==
cell    number
nor3        14
nor2b       36
ha          30
nor2        64
dfxtp      176
nand2b      17
o21ai       19
nand4       16
xor2        22
nand2       35
fa          12
buf         16
inv         35
xnor2       33
or3          8
edfxtp      29
clkbuf      13
nand3       19
a21oi       23
and3        11
and2        37
==> power groups by stage <==
stage	Clock (W)	Combinational (W)	Sequential (W)
after CTS	0.000907	0.0000503	0.00100
after global routing	0.000949	0.0000541	0.00101
final	0.000884	0.0000496	0.00100
==> path summary, 6_finish.rpt <==
path	start	to	slack, ns	cells after the start
max	din[15]	es_out[10]	2.01	18
min	pipe[2][9]	pipe[3][9]	0.32	0
max reg2reg	lock	es_out[10]	3.32	17
min reg2reg	pipe[2][9]	pipe[3][9]	0.32	0
==> cells by family after synthesis <==
group	after synthesis
fa+ha+maj	42
compound gates	77
buf+inv	65
mux	10
simple gates	286
flops	205
xor+xnor	55
No activity file was given, so power comes from the tool's default toggle rates.
